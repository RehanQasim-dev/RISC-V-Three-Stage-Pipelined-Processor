$ cat design/flow/design.v
module Controller (
    input clk,
    input rst,
    stall,
    input logic [31:0] instruction,
    input logic br_taken,
    flush,
    gemm_done,
    output logic [3:0] ALUctrl,
    output logic mem_wr_ppl,
    mem_read_ppl,
    output logic A_sel,
    B_sel,
    reg_wr_ppl,
    PC_sel_ppl,
    is_mret_ppl,
    csr_reg_r_ppl,
    csr_reg_wr_ppl,
    is_GemmInstr_ppl,
    output logic [1:0] wb_sel_ppl
);
  localparam R_type = 5'b01100;
  localparam I_type = 5'b00100;
  localparam Load_type = 5'b00000;
  localparam S_type = 5'b01000;
  localparam B_type = 5'b11000;
  localparam J_type = 5'b11011;
  localparam Jalr_type = 5'b11001;
  localparam lui_type = 5'b01101;
  localparam auipc_type = 5'b00101;
  localparam csr_type = 5'b11100;
  localparam GEMM_type = 5'b000010;
  logic [6:0] opcode;
  logic func7, func7_mret, is_mret, csr_reg_r, csr_reg_wr;
  logic [2:0] func3;
  assign func3 = instruction[14:12];
  assign opcode = instruction[6:0];
  assign func7 = instruction[30];
  assign func7_mret = instruction[29];
  logic [1:0] wb_sel;
  logic PC_sel, reg_wr, mem_wr, mem_read;
  logic is_GemmInstr;
  always_comb begin
    case (opcode[6:2])
      R_type: begin
        casex ({
          func7, func3
        })
          4'b0000: ALUctrl = 4'd0;   
          4'b1000: ALUctrl = 4'd1;   
          4'bX001: ALUctrl = 4'd2;   
          4'bX010: ALUctrl = 4'd3;   
          4'bX100: ALUctrl = 4'd4;   
          4'bX011: ALUctrl = 4'd5;   
          4'b0101: ALUctrl = 4'd6;   
          4'b1101: ALUctrl = 4'd7;   
          4'bX110: ALUctrl = 4'd8;   
          4'bX111: ALUctrl = 4'd9;   
          default: ALUctrl = 4'bXXXX;
        endcase
        A_sel = 1;
        PC_sel = 0;
        mem_wr = 0;
        mem_read = '0;
        B_sel = 0;
        wb_sel = 2'b01;
        reg_wr = 1;
        csr_reg_r = 1'b0;
        csr_reg_wr = 1'b0;
        is_mret = 1'b0;
        is_GemmInstr = 1'b0;
      end
      I_type: begin
        casex ({
          func7, func3
        })
          4'bX000: ALUctrl = 4'd0;   
          4'bX001: ALUctrl = 4'd2;   
          4'bX010: ALUctrl = 4'd3;   
          4'bX100: ALUctrl = 4'd4;   
          4'bX011: ALUctrl = 4'd5;   
          4'b0101: ALUctrl = 4'd6;   
          4'b1101: ALUctrl = 4'd7;   
          4'bX110: ALUctrl = 4'd8;   
          4'bX111: ALUctrl = 4'd9;   
          default: begin
            ALUctrl = 4'bXXXX;
          end
        endcase
        mem_wr = 0;
        mem_read = '0;
        A_sel = 1;
        PC_sel = 0;
        B_sel = 1;
        wb_sel = 2'b01;
        reg_wr = 1;
        csr_reg_r = 1'b0;
        csr_reg_wr = 1'b0;
        is_mret = 1'b0;
        is_GemmInstr = 1'b0;
      end
      Load_type: begin
        mem_wr = 0;
        mem_read = 1'b1;
        A_sel = 1;
        PC_sel = 0;
        B_sel = 1;
        wb_sel = 2'b10;
        reg_wr = 1;
        ALUctrl = 4'd0;
        csr_reg_r = 1'b0;
        csr_reg_wr = 1'b0;
        is_mret = 1'b0;
        is_GemmInstr = 1'b0;
      end
      S_type: begin
        mem_wr = 1;
        mem_read = '0;
        A_sel = 1;
        PC_sel = 0;
        B_sel = 1;
        wb_sel = 'x;
        reg_wr = 0;
        ALUctrl = 4'd0;
        csr_reg_r = 1'b0;
        csr_reg_wr = 1'b0;
        is_mret = 1'b0;
        is_GemmInstr = 1'b0;
      end
      B_type: begin
        mem_wr = 0;
        mem_read = '0;
        A_sel = 0;
        B_sel = 1;
        wb_sel = 'x;
        reg_wr = 0;
        ALUctrl = 4'd0;
        csr_reg_r = 1'b0;
        csr_reg_wr = 1'b0;
        is_mret = 1'b0;
        is_GemmInstr = 1'b0;
        case (br_taken)
          0: PC_sel = 0;
          1: PC_sel = 1;
          default: PC_sel = 'x;
        endcase
      end
      J_type: begin
        mem_wr = 0;
        mem_read = '0;
        A_sel = 0;
        B_sel = 1;
        wb_sel = 2'b00;
        reg_wr = 1;
        ALUctrl = 4'd0;
        PC_sel = 1'b1;
        csr_reg_r = 1'b0;
        csr_reg_wr = 1'b0;
        is_mret = 1'b0;
        is_GemmInstr = 1'b0;
      end
      Jalr_type: begin
        mem_wr = 0;
        mem_read = '0;
        A_sel = 1;
        B_sel = 1;
        wb_sel = 2'b00;
        reg_wr = 1'b1;
        ALUctrl = 4'd0;
        PC_sel = 1'b1;
        csr_reg_r = 1'b0;
        csr_reg_wr = 1'b0;
        is_mret = 1'b0;
        is_GemmInstr = 1'b0;
      end
      lui_type: begin
        mem_wr = 0;
        mem_read = '0;
        A_sel = 1'bx;
        B_sel = 1;
        wb_sel = 2'b01;
        reg_wr = 1'b1;
        ALUctrl = 4'd10;
        PC_sel = 1'b0;
        csr_reg_r = 1'b0;
        csr_reg_wr = 1'b0;
        is_mret = 1'b0;
        is_GemmInstr = 1'b0;
      end
      auipc_type: begin
        mem_wr = 0;
        mem_read = '0;
        A_sel = 0;
        B_sel = 1;
        wb_sel = 2'b01;
        reg_wr = 1;
        ALUctrl = 4'd0;
        PC_sel = 1'b0;
        csr_reg_r = 1'b0;
        csr_reg_wr = 1'b0;
        is_mret = 1'b0;
        is_GemmInstr = 1'b0;
      end
      csr_type: begin
        mem_wr = 0;
        mem_read = '0;
        A_sel = 1;
        B_sel = 1'bx;
        wb_sel = 2'b11;
        reg_wr = 1'b1;
        ALUctrl = 4'd0;
        PC_sel = 1'b0;
        is_GemmInstr = 1'b0;
        casex ({
          func7_mret, func3
        })
          4'b1000: begin
            csr_reg_r = 1'b0;
            csr_reg_wr = 1'b0;
            is_mret = 1'b1;
          end
          4'bx001: begin
            csr_reg_r = 1'b1;
            csr_reg_wr = 1'b1;
            is_mret = 1'b0;
          end
          default: begin
            csr_reg_r = 1'b0;
            csr_reg_wr = 1'b0;
            is_mret = 1'b0;
          end
        endcase
      end
      GEMM_type: begin
        ALUctrl = 4'bXXXX;
        A_sel = 1;
        B_sel = 0;
        PC_sel = 0;
        mem_wr = 0;
        mem_read = '0;
        wb_sel = 2'b01;
        reg_wr = 1'b0;
        csr_reg_r = 1'b0;
        csr_reg_wr = 1'b0;
        is_mret = 1'b0;
        is_GemmInstr = 1'b1;
      end
      default: begin
        mem_wr = 'x;
        mem_read = 'x;
        B_sel = 'x;
        A_sel = 'x;
        wb_sel = 'x;
        reg_wr = 'x;
        ALUctrl = 'x;
        PC_sel = 'x;
        csr_reg_r = 1'bx;
        csr_reg_wr = 1'bx;
        is_mret = 1'bx;
        is_GemmInstr = 1'b0;
      end
    endcase
  end
  Pipeline_reg #(
      .WIDTH(1),
      .reset(0)
  ) Pipeline1 (
      .clk(clk),
      .flush(flush),
      .stall(stall),
      .in(reg_wr),
      .out(reg_wr_ppl)
  );
  Pipeline_reg #(
      .WIDTH(1),
      .reset(0)
  ) pipeline2 (
      .clk(clk),
      .flush(flush),
      .stall(stall),
      .in(mem_wr),
      .out(mem_wr_ppl)
  );
  Pipeline_reg #(
      .WIDTH(2),
      .reset(0)
  ) pipeline3 (
      .clk(clk),
      .flush(flush),
      .stall(stall),
      .in(wb_sel),
      .out(wb_sel_ppl)
  );
  Pipeline_reg #(
      .WIDTH(1),
      .reset(0)
  ) Pipieline4 (
      .clk(clk),
      .flush(flush),
      .stall(stall),
      .in(PC_sel),
      .out(PC_sel_ppl)
  );
  Pipeline_reg #(
      .WIDTH(1),
      .reset(0)
  ) Pipeline_reg_instance (
      .clk(clk),
      .flush(flush),
      .stall(stall),
      .in(mem_read),
      .out(mem_read_ppl)
  );
  Pipeline_reg #(
      .WIDTH(1),
      .reset(0)
  ) Pipeline_ismret (
      .clk(clk),
      .flush(flush),
      .stall(stall),
      .in(is_mret),
      .out(is_mret_ppl)
  );
  Pipeline_reg #(
      .WIDTH(1),
      .reset(0)
  ) Pipeline_csr_reg_wr (
      .clk(clk),
      .flush(flush),
      .stall(stall),
      .in(csr_reg_r),
      .out(csr_reg_r_ppl)
  );
  Pipeline_reg #(
      .WIDTH(1),
      .reset(0)
  ) Pipeline_reg_instance1 (
      .clk(clk),
      .flush(flush),
      .stall(stall),
      .in(is_GemmInstr),
      .out(is_GemmInstr_ppl)
  );
endmodule
module Pipeline_reg #(
    parameter WIDTH = 32,
    reset = 32'h13
) (
    input logic clk,
    input logic flush,
    stall,
    input logic [WIDTH-1:0] in,
    output logic [WIDTH-1:0] out
);
  always_ff @(posedge clk) begin
    if (flush) out <= WIDTH'(reset);
    else if (!stall) out <= in;
  end
endmodule
$ cat design/flow/run.sh
#!/bin/bash
# OpenROAD 26Q1-2900-gdf79404cd8, Yosys 0.63+post, stock flow scripts
make -C /OpenROAD-flow-scripts/flow DESIGN_CONFIG=/design/flow/config.mk WORK_HOME=/design/flow/orfs finish
$ cat design/flow/constraint.sdc
current_design Controller

set clk_period 2.4
set clk_io_pct 0.2

create_clock -name clk0 -period $clk_period [get_ports {clk}]

set non_clock_inputs [all_inputs -no_clocks]
set_input_delay [expr $clk_period * $clk_io_pct] -clock clk0 $non_clock_inputs
set_output_delay [expr $clk_period * $clk_io_pct] -clock clk0 [all_outputs]
$ cat design/flow/config.mk
export PLATFORM = sky130hd
export DESIGN_NAME = Controller
export DESIGN_NICKNAME = Controller
export VERILOG_FILES = /design/flow/design.v
export SDC_FILE = /design/flow/constraint.sdc
export NUM_CORES = 4
export LEC_CHECK = 1
export CORE_AREA = 10 10 86 86
export DIE_AREA = 0 0 96 96
==> ci_impl_report.md <==
## Synthesis and layout report

| Metric | Value |
|---|---|
| Vertical die size | `around 96 um` |
| Flip-flops with a built-in enable | `0` |
| Worst-case register-to-register setup slack | `about 1.8 ns` |
| Count of vias placed by the detailed router | `around 780` |
| DR iter-0 viols | `approximately 55` |
| Element type at the critical path end | `output pin` |
| Antenna violations before repair | `0` |
| Arrival time of the worst setup path | `between 1.5 and 2 ns` |
| Number of remaining DRC errors | `0` |
| Cell count after placement | `around 200` |
| Clock skew after layout | `0 ns` |
| Synth mux share | `roughly 1.4%` |
| Chip area line of the yosys report | `a little over 700 sq um` |
| Total leakage power | `0.000501 uW` |
| Ys Warns | `4` |
| Total wirelength of the detailed-routed design | `between 2 and 2.5 mm` |
| Post-synth top area share | `~25%` |
| Insertion delay to the later sink of the worst-skew pair | `about 0.22 ns` |
| Worst Reg2Reg Path Length in Cells | `2` |
| Global route overflow | `0` |
| Xor/xnor cell area share of the yosys netlist | `0%` |
| GRT Resource Usage Total | `4.59%` |
| Drt wl/cell | `between 10 and 15 um` |
| Clock-pin slew on the worst setup and hold paths | `approximately 0.040 ns` |
| Number of cell rows | `27` |
| Share of cells above drive strength 1 | `between 20% and 30%` |
| Hold buffers post-CTS | `0` |
| Compound-Gate Fraction of Synth Area | `between 20% and 30%` |
| Period utilisation layout | `just under 100%` |
| Depth of the CTS H-tree | `1` |
| Fraction of synthesis flops using an asynchronous set or reset pin | `0%` |
| Peak fanout along the critical path | `4` |
| Tool warnings | `49` |
| Placeable core region | `between 0.005 and 0.006 sq mm` |
| Final cell count without fillers | `around 210` |
| Status | `completed` |
| Via density | `3.77` |
| Average instance area after synthesis | `slightly below 8 sq um` |
| Library cell with the largest summed area after synthesis | `dfxtp_1` |
| Power share of the sequential group | `34.3%` |
| Data required time of the critical path | `1.92 ns` |
| Number of hold-slack violations in the final timing report | `0` |
| Cell count in the Yosys report | `about 92` |
| Worst hold slack across all endpoints | `0.459 ns` |
| Final total negative setup slack | `0 ns` |
| Leading register cell type out of synthesis | `dfxtp_1` |
| Final Core Density | `a little over a fifth` |
| Time the final worst path needs with I/O delays and setup | `about 2.3 ns` |
| First-pass GRT wire length | `~3.6 mm` |
| Combined area of all synthesized cells | `slightly above 700 sq um` |
| R2R Path End | `Pipeline_reg_instance.out$_SDFFE_PP0N_` |
| Final max-slew violation count | `0` |
| Antenna violation net count after detailed routing | `0` |
| Psw | `approximately 120 uW` |
| Unique cell type count in the Yosys netlist | `37` |
| Maximum clock frequency | `between 0.4 and 0.5 GHz` |
| Initial Utilization | `about an eighth` |
| Die Outline Area | `around 0.009 sq mm` |
| Tally of filler cells in the layout | `~630` |
| Main area contributors | `dfxtp_1 (25%), nor3_1 (6.2%), o21ai_0 (5.5%)` |
| Type of the setup path with the least slack | `in2out` |
| Number of buffer cells added on primary ports | `28` |
| Pre-antenna DRT Iters | `4` |
| Number of storage elements in the synthesis netlist | `9` |
| Count of clock tree sinks | `9` |
| Switching part of the total | `about 24%` |
| Vias in the first global route | `~750` |
| Number of endpoints failing setup at the final stage | `0` |
| DP HPWL | `around 1.9 mm` |
| Part of the Yosys area used for sequential elements | `24.8%` |
| Cell chosen for the clock root | `clkbuf_8` |
| Tally of max-capacitance violations | `0` |
| Cell depth of the worst hold path | `2` |
| Setup repair after global routing missed its margin | `false` |
| Relative contribution of combinational cells to total power | `between 30 and 40%` |
| Power Dens Cells | `391 mW/mm^2` |
| Routability congestion estimate from global placement | `approximately 0.73` |
| Largest net degree at the start of global routing | `17` |
| Total internal power | `358 uW` |
| Dominant comb cell | `simple AND/OR/NAND/NOR gates` |
| Cell count after synthesis | `a little over 90` |
| Startpoint of the worst register-to-register path | `Pipeline_reg_instance.out$_SDFFE_PP0N_` |
| Max IR drop VDD | `125 uV` |
| Horizontal die dimension | `96 um` |
| Kind of launch point of the worst setup path | `input pin` |
| Layout-stage area growth over the synthesis result | `67.0%` |
| Launch point of the worst hold path | `Pipeline_ismret.out$_SDFFE_PP0N_` |
| Hold/Removal Path Class | `reg2reg` |
| I/O pins | `between 50 and 60` |
| Yosys simple share | `a little over a third` |
| Arithmetic-cell share of the synthesized area counting full adders, half adders and majority gates | `0%` |
| TritonCTS buffer count | `3` |
| Endpoint of the worst hold path | `Pipeline_ismret.out$_SDFFE_PP0N_` |
| Maximum clock insertion buffer count | `2` |
| Portion of total power attributed to the clock network | `35.0%` |
| Antenna Cells | `0` |
| Clock tree from TritonCTS | `yes` |
-- cells in the mapped netlist (2+ instances only) --
| master | n |
|---|---|
| nor2_1 | 6 |
| nand2_1 | 10 |
| nor3_1 | 9 |
| nor2b_1 | 5 |
| buf_6 | 3 |
| inv_1 | 3 |
| a21oi_1 | 7 |
| o21ai_0 | 8 |
| nand3b_1 | 2 |
| dfxtp_1 | 9 |
| nor4_1 | 2 |
| buf_4 | 3 |
-- stage by stage --
stage | instance area (sq um) | setup slack, ns | total power [uW]
floorplan | 727 | 0.688 | 232
global placement | 1110 | -0.365 | 307
detailed placement | 1110 | -0.375 | 307
CTS | 1190 | 0.00346 | 479
global route | 1210 | 0.00655 | 504
finish | 1210 | 0.0585 | 474
-- what timing repair did --
item	in CTS	in global routing
hold endpoints to repair	0	0
pin swaps	0	3
resized	16	12
setup endpoints to repair	6	5
buffers inserted	2	0
-- worst max path at each step --
stage,from,end,slack (ns),depth (start not counted)
4_1_cts,instruction[13],ALUctrl[1],0.003,6
5_1_grt,instruction[4],ALUctrl[2],0.007,6
6_report,instruction[4],ALUctrl[1],0.06,6
-- sequential cells by signal, indices dropped and copies added, names as in the netlist --
signal / count
Pipeline_reg_instance1.out: 1
pipeline2.out: 1
Pipieline4.out: 1
Pipeline_csr_reg_wr.out: 1
Pipeline_ismret.out: 1
Pipeline1.out: 1
pipeline3.out: 2
Pipeline_reg_instance.out: 1
-- cells by family (layout without fill, tap and decap cells) --
family,Yosys count,after routing
AND/OR/NAND/NOR,44,44
AND-OR/OR-AND,26,26
buffers and inverters,11,53
flip-flops,9,9
other,1,1
multiplexers,1,1
-- cells in the final DEF (no fill, tap or decap), types with 2 or more instances in the layout --
cell type and instances:
buf_6 2, dlygate4sd2_1 6, nor4_1 2, nand2_1 9, inv_1 2, nor3_2 2
clkdlybuf4s50_1 17, o21ai_0 4, buf_4 16, a21oi_2 2, nand3b_1 2, a21oi_1 6
o21ai_1 4, clkbuf_8 3, nor2b_1 5, nor2_1 5, nor3_1 7, dlymetal6s2s_1 4
dfxtp_1 9
-- power by group through the flow --
| stage | Sequential (uW) | Clock (uW) | Combinational, uW |
|---|---|---|---|
| after CTS | 163 | 171 | 146 |
| after global routing | 163 | 179 | 161 |
| final | 162 | 166 | 146 |
-- final cells by class --
cell class                 count  area [sq um]  share of cell area [%]
clock buffer                   4          45.0                    3.71
multi-input combinational     72           467                    38.5
timing repair buffer          46           420                    34.6
tap                           72          90.1                    7.42
sequential                     9           180                    14.8
inverter                       3          11.3                   0.928
-- layer usage --
layer / share of wire, % / vias to the layer above / track usage (%)
met1: 49 / 333 / 6.57
met3: 6.3 / 2 / 0.865
met2: 43 / 28 / 6.95
met5: 0 / - / 0
li1: - / 414 / -
met4: 1.9 / 0 / 1.11
-- worst max-delay path, cell delays in order --
cell and delay (ns):
dlygate4sd2_1 0.28, or2b_1 0.28, a21o_1 0.22, o21ai_2 0.10
o21ai_1 0.08, clkdlybuf4s50_1 0.41
Power figures rest on the tool's default switching activity, not on a simulated workload.
