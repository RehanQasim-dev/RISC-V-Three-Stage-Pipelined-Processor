==> /design/flow/design.v <==
module ALU (
    input  logic [31:0] a_in,
    b_in,
    input  logic [ 3:0] ALUctrl,
    output logic [31:0] result_o
);
  logic [31:0]
      and_res, or_res, xor_res, add_sub_res, SLT_res, SLTU_res, t, SLL_res, SRL_res, SRA_res;
  logic [31:0] mux1_o;
  logic C_out, N, V, W, C;   
  assign N = add_sub_res[31];
  assign C = C_out;
  assign V = (add_sub_res[31] ^ a_in[31]) & (~(a_in[31] ^ b_in[31] ^ ALUctrl[0]));
  assign W = add_sub_res[31] ^ V;
  assign t = ~b_in;
  assign mux1_o = ALUctrl[0] ? t : b_in;
  assign {C_out, add_sub_res} = a_in + mux1_o + ALUctrl[0];
  assign and_res = a_in & b_in;
  assign or_res = a_in | b_in;
  assign xor_res = a_in ^ b_in;
  assign SLT_res = {30'd0, W};
  assign SLTU_res = {30'd0, ~C};
  assign SRA_res = a_in >>> b_in;
  assign SRL_res = a_in >> b_in;
  assign SLL_res = a_in << b_in;
  mux11x1 ALU_mux (
      .i1 (add_sub_res),
      .i2 (add_sub_res),
      .i3 (SLL_res),
      .i4 (SLT_res),
      .i5 (xor_res),
      .i6 (SLTU_res),
      .i7 (SRL_res),
      .i8 (SRA_res),
      .i9 (or_res),
      .i10(and_res),
      .i11(b_in),
      .s  (ALUctrl),
      .y  (result_o)
  );
endmodule
module mux11x1 (
    input  logic [31:0] i1,
    i2,
    i3,
    i4,
    i5,
    i6,
    i7,
    i8,
    i9,
    i10,
    i11,
    input  logic [ 3:0] s,
    output logic [31:0] y
);
  always_comb begin
    case (s)
      4'd0:  y = i1;
      4'd1:  y = i2;
      4'd2:  y = i3;
      4'd3:  y = i4;
      4'd4:  y = i5;
      4'd5:  y = i6;
      4'd6:  y = i7;
      4'd7:  y = i8;
      4'd8:  y = i9;
      4'd9:  y = i10;
      4'd10: y = i11;
      default: y = 32'bX;
    endcase
  end
endmodule
==> /design/flow/run.sh <==
#!/bin/bash
# OpenROAD 26Q1-2900-gdf79404cd8, Yosys 0.63+post, stock flow scripts
make -C /OpenROAD-flow-scripts/flow DESIGN_CONFIG=/design/flow/config.mk WORK_HOME=/design/flow/orfs finish
==> /design/flow/config.mk <==
export PLATFORM = sky130hd
export DESIGN_NAME = ALU
export DESIGN_NICKNAME = ALU
export VERILOG_FILES = /design/flow/design.v
export SDC_FILE = /design/flow/constraint.sdc
export NUM_CORES = 4
export LEC_CHECK = 1
export CORE_UTILIZATION = 40
==> /design/flow/constraint.sdc <==
current_design ALU

set clk_period 13.0
set clk_io_pct 0.2

create_clock -name clk0 -period $clk_period

set non_clock_inputs [all_inputs -no_clocks]
set_input_delay [expr $clk_period * $clk_io_pct] -clock clk0 $non_clock_inputs
set_output_delay [expr $clk_period * $clk_io_pct] -clock clk0 [all_outputs]
==> flow_metrics.env <==
# flow metrics
export IMPL_die_h_um=141
export IMPL_syn_area_um2=7750
export IMPL_antenna_left=0
export IMPL_drv_cap=0
export IMPL_setup_viol=0
export IMPL_synth_cells=1078
export IMPL_hold_viol_final=0
export IMPL_max_freq_mhz=108
export IMPL_p_per_area_nw_per_um2=47.1
export IMPL_grt_max_degree=67
export IMPL_hold_buffers=0
export IMPL_flop_count=0
export IMPL_pin_count=100
export IMPL_warnings=64
export IMPL_final_layout_size_suffix_gt1_share_pct=8.86
export IMPL_tightest_slew_ns=0.854
export IMPL_drt_iter0_drc=955
export IMPL_p_int_uw=184
export IMPL_syn_area_per_cell_um2=7.19
export IMPL_dp_hpwl_um=25700
export IMPL_post_cts_resized=0
export IMPL_slew_violations=0
export IMPL_layout_top_cell="nand2_1"
export IMPL_holdPathStages=4
export IMPL_outcome="completed"
export IMPL_drc=0
export IMPL_pre_cts_slack_ns=3.80
export IMPL_regArea_um2=0
export IMPL_avgViaCountPerCell=6.44
export IMPL_whs_ns=6.05
export IMPL_stdcell_area_um2=8850
export IMPL_comb_area_um2=7140
export IMPL_port_buffers=100
export IMPL_fin_ws_ns=3.77
export IMPL_synth_top_area_share_pct=15.3
export IMPL_core_um2=18800
export IMPL_final_cell_mix="nand2_1 (98), ha_1 (95), clkdlybuf4s50_1 (94)"
export IMPL_ys_warn_count=1
export IMPL_rsz0062_at_grt="false"
export IMPL_placed_cell_area_um2=8840
export IMPL_globalRouteTotalUtil_pct=34.2
export IMPL_switching_share_pct=55.9
export IMPL_antenna_found_initial=1
export IMPL_arrival_ns=6.63
export IMPL_dieWidth_um=141
export IMPL_hold_path_endpoint="result_o[1]"
export IMPL_critical_path_class="input port to primary output"
export IMPL_drt_wirelength_per_cell_um=24.4
export IMPL_setup_worst_path_end_class="primary output"
export IMPL_top_cells_by_area="ha_1 (15%), mux4_2 (12%), mux2i_1 (5.9%)"
export IMPL_grt_pass1_vias=8028
export IMPL_num_rows=50
export IMPL_p_switching_uw=233
export IMPL_fp_util_pct=41.2
export IMPL_cp_max_fo=58
export IMPL_ir_drop_mv=0.0258
export IMPL_die_area_um2=19900
export IMPL_grt_pass1_wl_um=50200
export IMPL_vias=8803
export IMPL_synthDistinctLibCells=80
export IMPL_top_area_cell="ha_1"
export IMPL_synth_stat_cells=1078
export IMPL_crit_path_start_kind="input port"
export IMPL_nClkBuffers=0
export IMPL_post_route_period_util_pct=71.0
export IMPL_p_leak_uw=0.00363
export IMPL_worstPathRequired_ns=10.40
export IMPL_wirelength_um=33400
export IMPL_yosys_stat_area_um2=7750
export IMPL_gr_total_overflow=0
export IMPL_holdCritPathClass="input port to primary output"
export IMPL_area_growth_pct=14.1
export IMPL_fillerInstances=1964
export IMPL_gp_congestion=1.04
export IMPL_period_minus_slack_ns=9.23
export IMPL_setup_tns_ns=0
export IMPL_max_slew_margin_pct=42.6
export IMPL_firstDrtPassIters=7
export IMPL_postCtsSetupBuffers=0
export IMPL_min_delay_start="b_in[1]"
export IMPL_ys_seq_share_pct=0
[worst max path at each step]
stage	startpoint	to	slack, ns	depth (start not counted)
5_1_grt	ALUctrl[0]	result_o[30]	3.54	13
4_1_cts	ALUctrl[0]	result_o[30]	3.80	13
6_report	ALUctrl[0]	result_o[30]	3.77	13
[synth_stat cells, drive strengths merged (5+ instances only)]
cell type	number
a2111oi	8
mux2	13
nand3	23
a22oi	9
and2	6
a21oi	81
mux4	43
o211ai	25
xor2	43
mux2i	46
nand2b	9
a222oi	18
nor4	13
a221o	13
buf	35
a21o	16
inv	71
clkbuf	55
o21ai	92
a211o	5
a31oi	13
ha	95
a211oi	15
o21bai	7
nand2	98
nor2	94
xnor2	14
o31ai	5
nor3	22
nand4	8
and3	9
a221oi	6
or3	5
[metrics by stage]
stage          std cells  utilization, %  total power [µW]
2_1_floorplan       1078               -               252
3_3_place_gp        1366            47.0               412
3_5_place_dp        1366            47.0               408
4_1_cts             1366            47.0               411
5_1_grt             1366            47.0               454
6_report            1367            47.0               416
[layer usage]
layer / up-vias / share of wire [%] / global-route usage [%]
met5: - / 0.030 / 0
met4: 2 / 3.8 / 10.8
met3: 64 / 9.0 / 6.75
met2: 456 / 43 / 49.7
met1: 4146 / 44 / 50.9
li1: 4135 / - / -
[worst max-delay path: stages]
cell,delay [ns]
buf_4,0.29
buf_4,0.64
xor2_1,0.15
ha_1,0.39
a21o_1,0.25
a311oi_2,0.38
o21ai_0,0.13
a221o_1,0.37
a31oi_1,0.36
o21ai_1,0.15
xor2_1,0.16
a211o_1,0.29
clkdlybuf4s50_1,0.40
[power by group through the flow]
stage | Sequential (µW) | Clock, µW | Combinational, µW
after global routing | 0 | 0 | 454
after CTS | 0 | 0 | 411
[cell type report]
type / count / area share [%]
timing repair buffer: 118 / 12.6
tap: 260 / 3.68
antenna: 1 / 0.0283
inverter: 72 / 3.06
multi-input combinational: 916 / 80.7
[kinds of logic after synthesis]
| family | Yosys count | synth area share [%] |
|---|---|---|
| XOR/XNOR | 57 | 6.44 |
| buffers and inverters | 162 | 8.28 |
| AND-OR/OR-AND | 351 | 30.4 |
| adder cells (fa/ha/maj) | 96 | 15.6 |
| AND/OR/NAND/NOR | 310 | 19.0 |
| multiplexers | 102 | 20.4 |
No activity file was given, so power comes from the tool's default toggle rates.
