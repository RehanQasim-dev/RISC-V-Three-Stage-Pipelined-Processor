==> /design/flow/config.mk <==
export PLATFORM = sky130hd
export DESIGN_NAME = CSR_reg
export DESIGN_NICKNAME = CSR_reg
export VERILOG_FILES = /design/flow/design.v
export SDC_FILE = /design/flow/constraint.sdc
export NUM_CORES = 4
export LEC_CHECK = 1
export CORE_UTILIZATION = 40
==> /design/flow/constraint.sdc <==
current_design CSR_reg

set clk_period 7.2
set clk_io_pct 0.2

create_clock -name clk0 -period $clk_period [get_ports {clk}]

set non_clock_inputs [all_inputs -no_clocks]
set_input_delay [expr $clk_period * $clk_io_pct] -clock clk0 $non_clock_inputs
set_output_delay [expr $clk_period * $clk_io_pct] -clock clk0 [all_outputs]
==> /design/flow/design.v <==
module CSR_reg (
    input clk,
    input rst,
    reg_wr,
    reg_r,
    input logic [31:0] PC,
    input logic [11:0] addr,
    input logic [3:0] interrupt,
    input logic [31:0] wdata_csr,
    input logic is_mret,
    output logic [31:0] rdata,
    epc,
    output logic epc_taken
);
  logic mie_wr_flag, interupt_taken, mstatus_wr_flag, mtvec_wr_flag, timer_inter, external_inter;
  logic [31:0] mepc_q, mie_q, mstatus_q, mtvec_q, mcause_q, mip_q, mcause_d, mip_d, ISR_addr;
  assign timer_inter_occur = mie_q[7] & mip_q[7];
  localparam mepc_addr = 12'h341;
  localparam mcause_addr = 12'h342;
  localparam mip_addr = 12'h344;
  localparam mtvec_addr = 12'h305;
  localparam mie_addr = 12'h304;
  localparam mstatus_addr = 12'h300;
  assign timer_inter = mip_q[7] & mie_q[7];
  assign external_inter = mip_q[11] & mie_q[11];
  assign interupt_taken = (timer_inter | external_inter) & mstatus_q[3];
  assign epc_taken = is_mret | interupt_taken;
  assign ISR_addr = mtvec_q[0] ? {mtvec_q[31:2], 2'b00} : {mtvec_q[31:2], 2'b00} + {mcause_q[29:0], 2'b00};
  assign epc = is_mret ? mepc_q : ISR_addr;
  always_ff @(posedge clk) begin
    if (rst) mepc_q <= '0;
    else if (interupt_taken) mepc_q <= PC;
  end
  always_ff @(posedge clk) begin
    if (rst) mie_q <= '0;
    else if (mie_wr_flag) mie_q <= wdata_csr;
  end
  always_ff @(posedge clk) begin
    if (rst) mstatus_q <= '0;
    else if (mstatus_wr_flag) mstatus_q <= wdata_csr;
  end
  always_ff @(posedge clk) begin
    if (rst) mtvec_q <= '0;
    else if (mtvec_wr_flag) mtvec_q <= wdata_csr;
  end
  always_ff @(posedge clk) begin
    if (rst) mcause_q <= '0;
    else mcause_q <= mcause_d;
  end
  always_ff @(posedge clk) begin
    if (rst) mip_q <= '0;
    else if (interupt_taken) mip_q <= '0;
    else mip_q <= mip_d;
  end
  always_comb begin
    case (interrupt)
      4'd1: begin
        mip_d = 32'h80;
        mcause_d = 32'd7;
      end
      4'd2: begin
        mip_d = 32'h800;
        mcause_d = 32'd11;
      end
      default: begin
        mcause_d = '0;
        mip_d = '0;
      end
    endcase
  end
  always_comb begin
    rdata = '0;
    if (reg_r) begin
      case (addr)
        mip_addr: begin
          rdata = mip_q;
        end
        mie_addr: begin
          rdata = mie_q;
        end
        mstatus_addr: begin
          rdata = mstatus_q;
        end
        mcause_addr: begin
          rdata = mcause_q;
        end
        mtvec_addr: begin
          rdata = mtvec_q;
        end
        mepc_addr: begin
          rdata = mepc_q;
        end
        default: rdata = '0;
      endcase
    end
  end
  always_comb begin
    mie_wr_flag = 1'b0;
    mstatus_wr_flag = 1'b0;
    mtvec_wr_flag = 1'b0;
    if (reg_wr) begin
      case (addr)
        mie_addr: begin
          mie_wr_flag = 1'b1;
        end
        mstatus_addr: begin
          mstatus_wr_flag = 1'b1;
        end
        mtvec_addr: begin
          mtvec_wr_flag = 1'b1;
        end
      endcase
    end
  end
endmodule
==> /design/flow/run.sh <==
#!/bin/bash
# OpenROAD 26Q1-2900-gdf79404cd8, Yosys 0.63+post, stock flow scripts
make -C /OpenROAD-flow-scripts/flow DESIGN_CONFIG=/design/flow/config.mk WORK_HOME=/design/flow/orfs finish
==> Changelog: implementation <==
## Flow update

* Status: finished clean
* Worst Max-Slew Pin Slew at 0.880 ns
* CTS tree: yes
* Yosys chip area at 6660 sq um
* ANT cells at 0
* Top logic family: simple AND/OR/NAND/NOR gates
* Post-DP HPWL at roughly 14 mm
* Clk latency late pin at 0.41 ns
* First-pass GRT wire length at 34.0 mm
* FF+latch area at 2660 sq um
* Post-synthesis xor/xnor area fraction at 0.0355
* Final worst-path cycle share at 0.863
* Slowest CP cell: nor4b_4
* EDFF count, synth at 0
* Antenna violations before repair at 0
* Worst clock skew at 0.00526 ns
* I/O pin cnt at 150
* CP Max Fanout at 12
* Starting DRT DRC Count at just over 500
* Vias in the first global route at ~6.3k
* Synth unique cells at ~48
* Timing-limited maximum frequency at between 150 and 200 MHz
* Ao+oa area frac at 0.173
* Adder-Cell Fraction of Synth Area at 0.0105
* Post-synth design cell area at 6660 sq um
* Top cells by area, synth: dfxtp_1, nand2_1, a21oi_1
* Clk buf depth at 2
* Ys async rst share at 0
* Chip area at 17200 sq um
* Avg Inst Size Synth at 7.58 sq um
* LEAKAGE at 3.05 nW
* Dominant flop cell: dfxtp_1
* VDD IR max at 150 uV
* Num Clock Sinks at 133
* Simple share at 0.262
* Crit path DAT at 4.78 ns
* Synth Seq Share at 0.400
* Ys Warns at 2
* Number of I/O port buffers at 149
* Final Hold Viols at 0
* WL/cell at 17.7 microns
* Fin crit period at 6.22 ns
* Cells in synth_stat.txt at 878
* Routed WL at ~22 mm
* Largest net degree at the start of global routing at 68
* Num CTS Buffers at 17
* Most used cell along the critical path: clkdlybuf4s50_1
* Cells after synthesis at 878
* Slew HR at 0.409
* Critical Path RT at 5.76 ns
* Reg clk slew, reported paths at about 0.060 ns
* Final setup fails at 0
* RSZ-0062 raised after global routing: false
* Slowest stage delay, CP at 0.81 ns
* Logic area at 3680 sq um
* Flops & latches, synth at 133
* First-pass DRT Iterations at 7
* Area grow syn2layout at 32.8%
* Final ANT Viol Nets at 0
* Tool warning count at 25
* Max Cap Viol at 0
* DR DRC count at 0
* Post-route setup TNS at 0 ns
* Critical path type: in2out
* Worst min path class: reg2reg
* Vias at 6565
* Max-area cell share at 0.400
* Post-cts repair resize count at 0
* PwrDens at between 150 and 200 nW/um^2
* CP startpoint kind: primary input
* Slew Viols, Final at 0
* GRT Util Overall at 0.269
* Total grt overflow at 0
* Core footprint at 16100 sq um
* Chip Height at 131 microns
* Row count at 46
* Vias per std cell at 5.35
* CTS H-Tree Depth at 4
* Final core utilization at 0.551
* Area leader, netlist: dfxtp_1
* Crit path cell chain: clkdlybuf4s50_1, or4_4, or2_0, nor4b_4, buf_4, a221oi_1, a21oi_1, clkdlybuf4s50_1
* Postcts setup bufs at 0
* CP Capture Type: output pin
* Global placer's final weighted congestion at slightly below 0.9
* Die Wd at 131 microns
* Most common cell in the synthesized netlist: nand2_1
* Root buffer cell: clkbuf_16
* Hold_buf cts at 0
* Layout cell share with drive strength beyond 1 at 0.0692
* List of most frequent post-synthesis cells: nand2_1, dfxtp_1, a21oi_1
* Mux area share at 0.0695
* Fp util at 0.415
* Fillcell total at 1525
cell families after synthesis:
family	after synthesis
xor+xnor	27
mux	45
flops	133
simple gates	395
fa+ha+maj	5
compound gates	199
buf+inv	74
metrics by stage:
| stage | cell area, sq um | setup WS [ns] | total power (W) | std cells | hold WS (ns) |
|---|---|---|---|---|---|
| after floorplan | 6660 | 2.77 | 0.000777 | 878 | 0.431 |
| after global placement | 8270 | 1.03 | 0.000839 | 1195 | 0.442 |
| after detailed placement | 8270 | 1.02 | 0.000838 | 1195 | 0.446 |
| after CTS | 8850 | 0.994 | 0.00168 | 1227 | 0.455 |
| after global routing | 8850 | 0.841 | 0.00172 | 1227 | 0.468 |
| final | 8850 | 0.983 | 0.00167 | 1227 | 0.455 |
routing by layer:
metal	global-route usage	up-vias	wire length, microns	part of all wire
met4	0.0291	0	197	0.0091
met2	0.427	257	10000	0.46
li1	-	3260	-	-
met5	0	-	0	0
met3	0.0547	18	1680	0.077
met1	0.401	3030	9780	0.45
where the power goes:
part           total [W]  internal [W]  leakage (nW)  switching [W]
clock           0.000843      0.000498         0.277       0.000345
combinational  0.0000857     0.0000467          1.70      0.0000390
sequential      0.000737      0.000736          1.07    0.000000594
worst max-delay path: cells and delay by family:
family	cells	cell delay, ns
and+or+nand+nor	3	1.86
buffers and inverters	3	1.20
AOI/OAI and AO/OA	2	0.27
path summary, 6_finish.rpt:
kind | end | cells past startpoint | from | slack (ns)
setup reg to reg | mepc_q[9]$_SDFFE_PP0P_ | 5 | mie_q[11]$_SDFFE_PP0P_ | 5.40
hold / removal | mie_q[6]$_SDFFE_PP0P_ | 2 | mie_q[6]$_SDFFE_PP0P_ | 0.45
hold reg to reg | mie_q[6]$_SDFFE_PP0P_ | 2 | mie_q[6]$_SDFFE_PP0P_ | 0.45
setup / recovery | rdata[2] | 8 | addr[3] | 0.98
area by class of cell:
class,count,area share
clock buffer,19,0.0512
sequential,133,0.301
clock inverter,13,0.0140
tap,216,0.0306
inverter,5,0.00212
multi-input combinational,671,0.416
timing repair buffer,170,0.186
registers in the layout, indices dropped and copies added (netlist names):
register	cells
mip_q	2
mepc_q	32
mtvec_q	32
mcause_q	3
mstatus_q	32
mie_q	32
cells in the final DEF (no fill, tap or decap), types with 3 or more instances in the layout:
cell / instances
ha_1: 4
nand4_1: 5
nor4_1: 14
mux2_2: 10
nor3b_1: 4
o21ai_0: 22
nor2_1: 40
xor2_1: 10
nand3b_1: 4
nand3_1: 8
and2_1: 3
nor4_4: 3
and4_1: 3
a22oi_1: 24
and3_1: 5
inv_6: 4
inv_1: 5
clkbuf_16: 17
mux2i_1: 35
dfxtp_1: 133
a31oi_1: 25
clkinv_4: 3
nand2_1: 284
buf_4: 22
clkinvlp_4: 3
clkdlybuf4s50_1: 147
a221oi_1: 6
nor4b_1: 4
xnor2_1: 17
a21oi_1: 110
nor3_1: 7
No activity file was given, so power comes from the tool's default toggle rates.
